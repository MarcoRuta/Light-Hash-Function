### flow/run.sh
#!/bin/bash
# OpenROAD 26Q1-2900-gdf79404cd8, Yosys 0.63+post, stock flow scripts
make -C /OpenROAD-flow-scripts/flow DESIGN_CONFIG=/design/flow/config.mk WORK_HOME=/design/flow/orfs finish
### flow/config.mk
export PLATFORM = sky130hd
export DESIGN_NAME = lightHashDES
export DESIGN_NICKNAME = lightHashDES
export VERILOG_FILES = /design/flow/design.v
export SDC_FILE = /design/flow/constraint.sdc
export NUM_CORES = 4
export LEC_CHECK = 1
export CORE_UTILIZATION = 40
### flow/constraint.sdc
current_design lightHashDES

set clk_period 14.8
set clk_io_pct 0.2

create_clock -name clk0 -period $clk_period [get_ports {clk}]

set non_clock_inputs [all_inputs -no_clocks]
set_input_delay [expr $clk_period * $clk_io_pct] -clock clk0 $non_clock_inputs
set_output_delay [expr $clk_period * $clk_io_pct] -clock clk0 [all_outputs]
### flow/design.v
module HashIteration (
    input [7 : 0] M,
    input [7 : 0] [3 : 0] h,
    output [7 : 0] [3 : 0] h_out
);
reg [3 : 0] s_box_out;
wire [5 : 0] M6;
assign M6 = {M[5], M[7]^M[2], M[3], M[0], M[4]^M[1], M[6]};
Sbox5 sbox(
    .in (M6),
    .out (s_box_out)
);
wire [7 : 0] [3 : 0] h1_out;
wire [7 : 0] [3 : 0] h2_out;
wire [7 : 0] [3 : 0] h3_out;
Round round1 (
    .s_box_out(s_box_out),
    .h_in(h),
    .h_out(h1_out)
);
Round round2 (
    .s_box_out(s_box_out),
    .h_in(h1_out),
    .h_out(h2_out)
);
Round round3 (
    .s_box_out(s_box_out),
    .h_in(h2_out),
    .h_out(h3_out)
);
Round round4 (
    .s_box_out(s_box_out),
    .h_in(h3_out),
    .h_out(h_out)
);
endmodule
module Round (
    input [3 : 0] s_box_out, 
    input [7 : 0] [3 : 0] h_in, 
    output reg [7 : 0] [3 : 0]  h_out 
);
reg [3 : 0] temp; 
    always @(*) begin
        temp = h_in[2] ^ s_box_out;
        h_out[0] = temp;
        temp = h_in[3] ^ s_box_out;
        h_out[1] = temp;
        temp = h_in[4] ^ s_box_out;
        h_out[2] = (temp << 1) | (temp >> 3);
        temp = h_in[5] ^ s_box_out;
        h_out[3] = (temp << 1) | (temp >> 3);
        temp = h_in[6] ^ s_box_out;
        h_out[4] = (temp << 2) | (temp >> 2);
        temp = h_in[7] ^ s_box_out;
        h_out[5] = (temp << 2) | (temp >> 2);
        temp = h_in[0] ^ s_box_out;
        h_out[6] = (temp << 3) | (temp >> 1);
        temp = h_in[1] ^ s_box_out;
        h_out[7] = (temp << 3) | (temp >> 1);
    end
endmodule
module Sbox5 (
    input [5 : 0] in,
    output reg [3 : 0] out
);
reg [1 : 0] row;
reg [3 : 0] column;
    always @(*) begin
        row = {in[5], in[0]};
        column = in[4 : 1];
        case (column)
            4'b0000 : case (row)
                        2'b00 :  out = 4'b0010; 
                        2'b01 :  out = 4'b1110;
                        2'b10 :  out = 4'b0100;
                        2'b11 :  out = 4'b1011;
                    endcase
            4'b0001 : case (row)
                        2'b00 :  out = 4'b1100; 
                        2'b01 :  out = 4'b1011;
                        2'b10 :  out = 4'b0010;
                        2'b11 :  out = 4'b1000;
                    endcase
            4'b0010 : case (row)
                        2'b00 :  out = 4'b0100; 
                        2'b01 :  out = 4'b0010;
                        2'b10 :  out = 4'b0001;
                        2'b11 :  out = 4'b1100;
                    endcase
            4'b0011 : case (row)
                        2'b00 :  out = 4'b0001; 
                        2'b01 :  out = 4'b1100;
                        2'b10 :  out = 4'b1011;
                        2'b11 :  out = 4'b0111;
                    endcase
            4'b0100 : case (row)
                        2'b00 :  out = 4'b0111;
                        2'b01 :  out = 4'b0100;
                        2'b10 :  out = 4'b1100;
                        2'b11 :  out = 4'b0001;
                    endcase
            4'b0101 : case (row)
                        2'b00 :  out = 4'b1010; 
                        2'b01 :  out = 4'b0111;
                        2'b10 :  out = 4'b1101;
                        2'b11 :  out = 4'b1110;
                    endcase
            4'b0110 : case (row)
                        2'b00 :  out = 4'b1011;
                        2'b01 :  out = 4'b1101;
                        2'b10 :  out = 4'b0111;
                        2'b11 :  out = 4'b0010;
                    endcase
            4'b0111 : case (row)
                        2'b00 :  out = 4'b0110;
                        2'b01 :  out = 4'b0001;
                        2'b10 :  out = 4'b1000;
                        2'b11 :  out = 4'b1101;
                    endcase
            4'b1000 : case (row)
                        2'b00 :  out = 4'b1000; 
                        2'b01 :  out = 4'b0101;
                        2'b10 :  out = 4'b1111;
                        2'b11 :  out = 4'b0110;
                    endcase
            4'b1001 : case (row)
                        2'b00 :  out = 4'b0101;
                        2'b01 :  out = 4'b0000;
                        2'b10 :  out = 4'b1001;
                        2'b11 :  out = 4'b1111;
                    endcase
            4'b1010 : case (row)
                        2'b00 :  out = 4'b0011;
                        2'b01 :  out = 4'b1111;
                        2'b10 :  out = 4'b1100;
                        2'b11 :  out = 4'b0000;
                    endcase
            4'b1011 : case (row)
                        2'b00 :  out = 4'b1111; 
                        2'b01 :  out = 4'b1100;
                        2'b10 :  out = 4'b0101;
                        2'b11 :  out = 4'b1001;
                    endcase
            4'b1100 :  case (row)
                        2'b00 :  out = 4'b1101;
                        2'b01 :  out = 4'b0011;
                        2'b10 :  out = 4'b0110;
                        2'b11 :  out = 4'b1100;
                    endcase
            4'b1101 :  case (row)
                        2'b00 :  out = 4'b0000; 
                        2'b01 :  out = 4'b1001;
                        2'b10 :  out = 4'b0011;
                        2'b11 :  out = 4'b0100;
                    endcase
            4'b1110 : case (row)
                        2'b00 :  out = 4'b1110; 
                        2'b01 :  out = 4'b1000;
                        2'b10 :  out = 4'b0000;
                        2'b11 :  out = 4'b0101;
                    endcase
            4'b1111 : case (row)
                        2'b00 :  out = 4'b1001;
                        2'b01 :  out = 4'b0110;
                        2'b10 :  out = 4'b1110;
                        2'b11 :  out = 4'b0011;
                    endcase 
        endcase
    end
endmodule
 module lightHashDES(
        input clk, 
        input M_valid,
        input rst_n,
        input [7 : 0] M,
        input [63 : 0] input_lenght,
        output reg hash_ready, 
        output reg [31 : 0] digest
    );
localparam Iv_h0 = 4'hF;
localparam Iv_h1 = 4'h3;
localparam Iv_h2 = 4'hC;
localparam Iv_h3 = 4'h2;
localparam Iv_h4 = 4'h9;
localparam Iv_h5 = 4'hD;
localparam Iv_h6 = 4'h4;
localparam Iv_h7 = 4'hB;    
reg busy;
reg [63:0] counter;
reg [7 : 0] M_t;
reg M_valid_t;
reg [7 : 0] [3 : 0]  H;
wire [7 : 0] [3 : 0] H_fb;
wire init_state;
wire compute_state;
wire final_state;
assign init_state = busy === 0 && M_valid; 
assign compute_state = busy === 1 && counter > 0;
assign final_state = busy === 1 && counter === 0;  
HashIteration main(
    .M(M_t), 
    .h(H),
    .h_out(H_fb)
);
always @(posedge clk or negedge rst_n) begin
        if (!rst_n) begin 
            hash_ready <= 0;
            busy <= 0;
        end else if(init_state) begin 
            counter <= input_lenght;
            busy <= 1;
            hash_ready <= 0;
            M_t <= M;
            M_valid_t <= M_valid;
            H[0] <= Iv_h0;
            H[1] <= Iv_h1;
            H[2] <= Iv_h2;
            H[3] <= Iv_h3;
            H[4] <= Iv_h4;
            H[5] <= Iv_h5;
            H[6] <= Iv_h6;
            H[7] <= Iv_h7;
        end else if(compute_state) begin 
            if(M_valid_t === 1)begin 
                counter <= (counter - 1);
                H <= H_fb;
            end
                M_t <= M;
                M_valid_t <= M_valid;
        end else if(final_state) begin 
            hash_ready <= 1; 
            busy <= 0;
            digest <= H;
        end else begin 
            #0;
        end
    end
 endmodule
==> flow_metrics.env <==
# source this file to load flow results
export IMPL_status="completed"
export IMPL_post_dp_hpwl_um=9853
export IMPL_finalPower_uw=1050
export IMPL_root_buffer="clkbuf_16"
export IMPL_syn_to_final_growth_pct=25.93
export IMPL_tool_warnings=32
export IMPL_rows=49
export IMPL_yosys_area_top_type="edfxtp_1"
export IMPL_worstHoldStart="H[20]$_SDFFCE_PP1P_"
export IMPL_dp_cells=979
export IMPL_drcViolationCount=0
export IMPL_rsz0062_at_grt="false"
export IMPL_async_flop_share_pct=1.439
export IMPL_top_area_share_pct=56.16
export IMPL_fin_setup_tns_ps=0
export IMPL_wirelength_um=14590
export IMPL_final_min_clock_period_ps=5114
export IMPL_clk_latency_ps=420
export IMPL_hold_violations=0
export IMPL_critPathLaunchType="input port"
export IMPL_drive_gt1_share_pct=7.673
export IMPL_drv_cap=0
export IMPL_whs_endpoint="digest[20]$_DFFE_PP_"
export IMPL_routedWlPerCell_um=14.43
export IMPL_tightest_slew_ps=891.0
export IMPL_ys_flops=139
export IMPL_drtIter0Drc=405
export IMPL_cts_buffers=17
export IMPL_gp_congestion=0.8557
export IMPL_antenna_left=0
export IMPL_synth_edff_count=137
export IMPL_rrSetupSlack_ps=11000
export IMPL_clock_sinks=139
export IMPL_first_pass_iters=5
export IMPL_grt_antenna_before_repair=0
export IMPL_die_h_um=137.3
export IMPL_whs_path_depth=0
export IMPL_startpoint="M_valid"
export IMPL_portBuffers=107
export IMPL_slew_viol_final=0
export IMPL_synth_seq_share_pct=56.84
export IMPL_clockBufferDepth=2
export IMPL_fmax_mhz=195.5
export IMPL_design_area_um2=9225
export IMPL_critPathCaptureType="flip-flop"
export IMPL_vias=5161
export IMPL_grt_pass1_wl_um=23910
export IMPL_setup_viol=0
export IMPL_crit_type="input port to flip-flop"
export IMPL_reg2regPathDepth=9
export IMPL_arrival_ps=5150
export IMPL_clk_pin_slew_worst_paths_ps=70
export IMPL_grt_start_max_net_pins=82
export IMPL_skew_ps=12.60
export IMPL_die_w_um=137.3
export IMPL_grt_remaining_overflow=0
export IMPL_ys_cells=665
export IMPL_synth_cell_types=55
export IMPL_ir_drop_mv=0.08175
export IMPL_leakagePower_uw=0.003003
export IMPL_io_pin_count=108
export IMPL_critical_path_required_ps=14840
export IMPL_synth_chip_area_um2=7326
export IMPL_drt_vias_per_instance=5.105
export IMPL_avgSynthCellArea_um2=11.02
export IMPL_r2r_start="counter[2]$_DFFE_PP_"
export IMPL_cts_tree="built"
export IMPL_cp_max_fo=54
export IMPL_n_antenna_cell=0
export IMPL_grt_pass1_vias=4822
export IMPL_whs_ps=444.6
export IMPL_htree_levels=4
export IMPL_finalCritPeriodShare_pct=34.55
export IMPL_cts_hold_buf=0
export IMPL_dieArea_um2=18860
export IMPL_fp_coreArea_um2=17960
export IMPL_hold_path_class="flip-flop to flip-flop"
export IMPL_fin_cells=1011
export IMPL_powerDensity_nw_per_um2=113.9
export IMPL_maxSlewHeadroom_pct=40.38
export IMPL_cts_resized=0
export IMPL_fp_util_pct=40.78
export IMPL_yosys_most_used_dff="edfxtp_1"
export IMPL_cts_setup_buffers=0
export IMPL_timing_rr_end="H[27]$_SDFFCE_PP0P_"
export IMPL_ys_warn_count=3
export IMPL_grtUsageTotal_pct=17.14
export IMPL_synth_area_um2=7326
export IMPL_synthCells=665
export IMPL_topCellsByArea="edfxtp_1, xnor2_1, nand2_1, o21ai_0, nor2_1"
export IMPL_place_area_um2=8646
stage by stage:
stage	setup slack, ps	util, %
global placement	9279	48.13
floorplan	6392	-
global route	9521	51.35
detailed placement	9212	48.13
finish	9686	51.35
CTS	9656	51.35
synthesized netlist by cell type, drive strengths merged, types with 9 or more instances:
master and n:
a21oi 10, and2 15, clkbuf 24, edfxtp 137, ha 9, mux2i 10, nand2 99, nand2b 10
nand3 15, nor2 59, nor3 22, nor4 10, o21ai 72, or3 20, xnor2 58, xor2 26
placed cells by master (no fill, tap or decap), types with 8 or more instances in the layout:
| cell | instances |
|---|---|
| xnor2_1 | 56 |
| edfxtp_1 | 137 |
| ha_1 | 9 |
| xor2_1 | 24 |
| nor3_1 | 21 |
| nor2_1 | 58 |
| and2_1 | 15 |
| clkbuf_16 | 17 |
| buf_4 | 10 |
| nand2b_1 | 10 |
| nand3b_1 | 8 |
| or3_1 | 17 |
| a21oi_1 | 10 |
| o21ai_0 | 71 |
| nand2_1 | 99 |
| nand3_1 | 15 |
| clkdlybuf4s50_1 | 107 |
| mux2i_1 | 10 |
metal layers:
layer	vias up	GRT usage, %	part of all wire [%]	wire length, um
met5	-	0	0	0
met4	0	2.198	1.3	187
met3	11	4.655	5.9	865
met2	152	24.49	45	6511
met1	2405	28.79	48	7026
li1	2593	-	-	-
logic make-up (layout without fill, tap and decap cells):
kind of cell,Yosys count,after routing,synth area share (%)
multiplexers,10,10,1.366
adder cells (fa/ha/maj),9,9,1.537
AND-OR/OR-AND,113,113,9.086
AND/OR/NAND/NOR,274,274,18.77
buffers and inverters,36,153,1.947
flip-flops,139,139,56.84
XOR/XNOR,84,84,10.45
worst max-delay path: stages:
cell and delay [ps]:
clkdlybuf4s50_1 520, nor2b_4 170, a21oi_1 70, nor2_4 310
buf_4 450, buf_4 650
power by group:
group | internal [uW] | switching, uW | leakage [uW] | total (uW)
combinational | 74.8 | 71.6 | 0.00143 | 146
sequential | 471 | 16.9 | 0.00130 | 488
clock | 238 | 178 | 0.000277 | 416
total | 784 | 266 | 0.00300 | 1050
flip-flops by register name, summed over array words and instances, names as in the netlist:
name,cells
busy,1
digest,32
M_t,8
counter,64
M_valid_t,1
H,32
hash_ready,1
worst max-delay path by stage:
stage	to	slack, ps
after CTS	H[27]$_SDFFCE_PP0P_	9660
after global routing	H[27]$_SDFFCE_PP0P_	9520
final	H[27]$_SDFFCE_PP0P_	9690
layout make-up:
cell class / instances / area, um2
Multi-Input combinational cell: 490 / 3034
Fill cell: 1504 / 8738
Clock inverter: 15 / 153.9
Clock buffer: 17 / 425.4
Sequential cell: 139 / 4164
Inverter: 4 / 15.01
Timing Repair Buffer: 117 / 1146
Tap cell: 229 / 286.5
Power and IR drop assume default switching activity.
